==> flow/design.v <==
module position_registers( input clock, input reset,input illegal_move,
                          input [8:0] PC_en,input [8:0] PL_en, 
                  output reg[1:0] pos1,pos2,pos3,pos4,pos5,pos6,pos7,pos8,pos9);
 always @(posedge clock or posedge reset)
 begin
  if(reset) 
   pos1 <= 2'b00;
  else begin
   if(illegal_move==1'b1)
    pos1 <= pos1;
   else if(PC_en[0]==1'b1)
    pos1 <= 2'b10;  
   else if (PL_en[0]==1'b1)
    pos1 <= 2'b01; 
   else 
    pos1 <= pos1;
  end 
 end 
 always @(posedge clock or posedge reset)
 begin
  if(reset) 
   pos2 <= 2'b00;
  else begin
   if(illegal_move==1'b1)
    pos2 <= pos2;
   else if(PC_en[1]==1'b1)
    pos2 <= 2'b10;  
   else if (PL_en[1]==1'b1)
    pos2 <= 2'b01;
   else 
    pos2 <= pos2;
  end 
 end
always @(posedge clock or posedge reset)
 begin
  if(reset) 
   pos3 <= 2'b00;
  else begin
   if(illegal_move==1'b1)
    pos3 <= pos3;
   else if(PC_en[2]==1'b1)
    pos3 <= 2'b10;  
   else if (PL_en[2]==1'b1)
    pos3 <= 2'b01; 
   else 
    pos3 <= pos3;
  end 
 end  
 always @(posedge clock or posedge reset)
 begin
  if(reset) 
   pos4 <= 2'b00;
  else begin
   if(illegal_move==1'b1)
    pos4 <= pos4;
   else if(PC_en[3]==1'b1)
    pos4 <= 2'b10;  
   else if (PL_en[3]==1'b1)
    pos4 <= 2'b01; 
   else 
    pos4 <= pos4;
  end 
 end 
always @(posedge clock or posedge reset)
 begin
  if(reset) 
   pos5 <= 2'b00;
  else begin
   if(illegal_move==1'b1)
    pos5 <= pos5;
   else if(PC_en[4]==1'b1)
    pos5 <= 2'b10; 
   else if (PL_en[4]==1'b1)
    pos5 <= 2'b01;
   else 
    pos5 <= pos5;
  end 
 end 
 always @(posedge clock or posedge reset)
 begin
  if(reset) 
   pos6 <= 2'b00;
  else begin
   if(illegal_move==1'b1)
    pos6 <= pos6;
   else if(PC_en[5]==1'b1)
    pos6 <= 2'b10;
   else if (PL_en[5]==1'b1)
    pos6 <= 2'b01;
   else 
    pos6 <= pos6;
  end 
 end 
always @(posedge clock or posedge reset)
 begin
  if(reset) 
   pos7 <= 2'b00;
  else begin
   if(illegal_move==1'b1)
    pos7 <= pos7;
   else if(PC_en[6]==1'b1)
    pos7 <= 2'b10;
   else if (PL_en[6]==1'b1)
    pos7 <= 2'b01; 
   else 
    pos7 <= pos7;
  end 
 end 
 always @(posedge clock or posedge reset)
 begin
  if(reset) 
   pos8 <= 2'b00;
  else begin
   if(illegal_move==1'b1)
    pos8 <= pos8;
   else if(PC_en[7]==1'b1)
    pos8 <= 2'b10;  
   else if (PL_en[7]==1'b1)
    pos8 <= 2'b01;
   else 
    pos8 <= pos8;
  end 
 end
always @(posedge clock or posedge reset)
 begin
  if(reset) 
   pos9 <= 2'b00;
  else begin
   if(illegal_move==1'b1)
    pos9 <= pos9;
   else if(PC_en[8]==1'b1)
    pos9 <= 2'b10; 
   else if (PL_en[8]==1'b1)
    pos9 <= 2'b01; 
   else 
    pos9 <= pos9;
  end 
 end 
endmodule
module winner_detector(input [1:0] pos1,pos2,pos3,pos4,pos5,pos6,pos7,pos8,pos9, output wire winner, output wire [1:0]who);
wire win1,win2,win3,win4,win5,win6,win7,win8;
wire [1:0] who1,who2,who3,who4,who5,who6,who7,who8;
winner_detect_3 u1(pos1,pos2,pos3,win1,who1); 
winner_detect_3 u2(pos4,pos5,pos6,win2,who2); 
winner_detect_3 u3(pos7,pos8,pos9,win3,who3); 
winner_detect_3 u4(pos1,pos4,pos7,win4,who4); 
winner_detect_3 u5(pos2,pos5,pos8,win5,who5); 
winner_detect_3 u6(pos3,pos6,pos9,win6,who6); 
winner_detect_3 u7(pos1,pos5,pos9,win7,who7); 
winner_detect_3 u8(pos3,pos5,pos6,win8,who8); 
assign winner = (((((((win1 | win2) | win3) | win4) | win5) | win6) | win7) | win8);
assign who = (((((((who1 | who2) | who3) | who4) | who5) | who6) | who7) | who8);
endmodule
module winner_detect_3(input [1:0] pos0,pos1,pos2, output wire winner, 
                       output wire [1:0]who);
wire [1:0] temp0,temp1,temp2;
wire temp3;
assign temp0[1] = !(pos0[1]^pos1[1]);
assign temp0[0] = !(pos0[0]^pos1[0]);
assign temp1[1] = !(pos2[1]^pos1[1]);
assign temp1[0] = !(pos2[0]^pos1[0]);
assign temp2[1] = temp0[1] & temp1[1];
assign temp2[0] = temp0[0] & temp1[0];
assign temp3 = pos0[1] | pos0[0];
assign winner = temp3 & temp2[1] & temp2[0];
assign who[1] = winner & pos0[1];
assign who[0] = winner & pos0[0];
endmodule
module position_decoder(input[3:0] in, input enable, output wire [15:0] out_en);
 reg[15:0] temp1;
 assign out_en = (enable==1'b1)?temp1:16'd0;
 always @(*)
 begin
 case(in)
 4'd0: temp1 <= 16'b0000000000000001;
 4'd1: temp1 <= 16'b0000000000000010; 
 4'd2: temp1 <= 16'b0000000000000100;
 4'd3: temp1 <= 16'b0000000000001000;
 4'd4: temp1 <= 16'b0000000000010000;
 4'd5: temp1 <= 16'b0000000000100000;
 4'd6: temp1 <= 16'b0000000001000000;
 4'd7: temp1 <= 16'b0000000010000000;
 4'd8: temp1 <= 16'b0000000100000000;
 4'd9: temp1 <= 16'b0000001000000000;
 4'd10: temp1 <= 16'b0000010000000000;
 4'd11: temp1 <= 16'b0000100000000000;
 4'd12: temp1 <= 16'b0001000000000000;
 4'd13: temp1 <= 16'b0010000000000000;
 4'd14: temp1 <= 16'b0100000000000000;
 4'd15: temp1 <= 16'b1000000000000000;
 default: temp1 <= 16'b0000000000000001; 
 endcase 
end 
endmodule 
module illegal_move_detector(
   input [1:0] pos1,pos2,pos3,pos4,pos5,pos6,pos7,pos8,pos9, 
   input [8:0] PC_en, PL_en, 
   output wire illegal_move
   );
wire temp1,temp2,temp3,temp4,temp5,temp6,temp7,temp8,temp9;
wire temp11,temp12,temp13,temp14,temp15,temp16,temp17,temp18,temp19;
wire temp21,temp22;
assign temp1 = (pos1[1] | pos1[0]) & PL_en[0];
assign temp2 = (pos2[1] | pos2[0]) & PL_en[1];
assign temp3 = (pos3[1] | pos3[0]) & PL_en[2];
assign temp4 = (pos4[1] | pos4[0]) & PL_en[3];
assign temp5 = (pos5[1] | pos5[0]) & PL_en[4];
assign temp6 = (pos6[1] | pos6[0]) & PL_en[5];
assign temp7 = (pos7[1] | pos7[0]) & PL_en[6];
assign temp8 = (pos8[1] | pos8[0]) & PL_en[7];
assign temp9 = (pos9[1] | pos9[0]) & PL_en[8];
assign temp11 = (pos1[1] | pos1[0]) & PC_en[0];
assign temp12 = (pos2[1] | pos2[0]) & PC_en[1];
assign temp13 = (pos3[1] | pos3[0]) & PC_en[2];
assign temp14 = (pos4[1] | pos4[0]) & PC_en[3];
assign temp15 = (pos5[1] | pos5[0]) & PC_en[4];
assign temp16 = (pos6[1] | pos6[0]) & PC_en[5];
assign temp17 = (pos7[1] | pos7[0]) & PC_en[6];
assign temp18 = (pos8[1] | pos8[0]) & PC_en[7];
assign temp19 = (pos9[1] | pos9[0]) & PC_en[8];
assign temp21 =((((((((temp1 | temp2) | temp3) | temp4) | temp5) | temp6) | temp7) | temp8) | temp9);
assign temp22 =((((((((temp11 | temp12) | temp13) | temp14) | temp15) | temp16) | temp17) | temp18) | temp19);
assign illegal_move = temp21 | temp22 ;
endmodule  
module nospace_detector(
   input [1:0] pos1,pos2,pos3,pos4,pos5,pos6,pos7,pos8,pos9, 
   output wire no_space
    );
wire temp1,temp2,temp3,temp4,temp5,temp6,temp7,temp8,temp9;
assign temp1 = pos1[1] | pos1[0];
assign temp2 = pos2[1] | pos2[0];
assign temp3 = pos3[1] | pos3[0];
assign temp4 = pos4[1] | pos4[0];
assign temp5 = pos5[1] | pos5[0];
assign temp6 = pos6[1] | pos6[0];
assign temp7 = pos7[1] | pos7[0];
assign temp8 = pos8[1] | pos8[0];
assign temp9 = pos9[1] | pos9[0];
assign no_space =((((((((temp1 & temp2) & temp3) & temp4) & temp5) & temp6) & temp7) & temp8) & temp9);
endmodule
module fsm_controller( input clock,input reset, play,  pc,illegal_move,no_space, 
                       win,output reg computer_play, player_play);
parameter IDLE=2'b00;
parameter PLAYER=2'b01;
parameter COMPUTER=2'b10;
parameter GAME_DONE=2'b11;
reg[1:0] current_state, next_state;
always @(posedge clock or posedge reset) 
begin 
 if(reset)
  current_state <= IDLE;
 else 
  current_state <= next_state;
end 
always @(*)
 begin
 case(current_state)
 IDLE: begin 
  if(reset==1'b0 && play == 1'b1)
   next_state <= PLAYER; 
  else 
   next_state <= IDLE;
  player_play <= 1'b0;
  computer_play <= 1'b0;
 end 
 PLAYER:begin 
  player_play <= 1'b1;
  computer_play <= 1'b0;
  if(illegal_move==1'b0)
   next_state <= COMPUTER;
  else 
   next_state <= IDLE;
 end
COMPUTER:begin 
  player_play <= 1'b0;
  if(pc==1'b0) begin 
   next_state <= COMPUTER;
   computer_play <= 1'b0;
  end
  else if(win==1'b0 && no_space == 1'b0)
  begin 
   next_state <= IDLE;
   computer_play <= 1'b1;
  end 
  else if(no_space == 1 || win ==1'b1)
  begin 
   next_state <= GAME_DONE; 
   computer_play <= 1'b1;
  end  
 end 
 GAME_DONE:begin 
  player_play <= 1'b0;
  computer_play <= 1'b0; 
  if(reset==1'b1) 
   next_state <= IDLE;
  else 
   next_state <= GAME_DONE;  
 end 
 default: next_state <= IDLE; 
 endcase
 end
endmodule    
module tic_tac_toe_game(input clock,input reset,input play, input pc,input [3:0] computer_position,player_position, output wire [1:0] pos1,pos2,pos3,
pos4,pos5,pos6,pos7,pos8,pos9,output wire[1:0]who);
 wire [15:0] PC_en;
 wire [15:0] PL_en; 
 wire illegal_move; 
 wire win; 
 wire computer_play;  
 wire player_play;  
 wire no_space;    
position_registers position_reg_unit(clock,reset,illegal_move,
      PC_en[8:0],PL_en[8:0],pos1,pos2,pos3,pos4,pos5,pos6,pos7,pos8,pos9);
winner_detector win_detect_unit(pos1,pos2,pos3,pos4,pos5,pos6,pos7,pos8,
                                pos9,win,who); 
position_decoder pd1(computer_position,computer_play,PC_en);
position_decoder pd2(player_position,player_play,PL_en); 
illegal_move_detector imd_unit( pos1,pos2,pos3,pos4,pos5,pos6,pos7,pos8,pos9, 
                                PC_en[8:0], PL_en[8:0],illegal_move);
nospace_detector nsd_unit( pos1,pos2,pos3,pos4,pos5,pos6,pos7,pos8,pos9, 
                           no_space);
fsm_controller tic_tac_toe_controller( clock, reset, play, pc, illegal_move, 
                                      no_space,win,computer_play,player_play );  
endmodule
==> flow/run.sh <==
#!/bin/bash
# OpenROAD 26Q1-2900-gdf79404cd8, Yosys 0.63+post, stock flow scripts
make -C /OpenROAD-flow-scripts/flow DESIGN_CONFIG=/design/flow/config.mk WORK_HOME=/design/flow/orfs finish
==> flow/config.mk <==
export PLATFORM = sky130hd
export DESIGN_NAME = tic_tac_toe_game
export DESIGN_NICKNAME = tic_tac_toe_game
export VERILOG_FILES = /design/flow/design.v
export SDC_FILE = /design/flow/constraint.sdc
export NUM_CORES = 4
export LEC_CHECK = 1
export CORE_UTILIZATION = 30
==> flow/constraint.sdc <==
current_design tic_tac_toe_game

set clk_period 3.7
set clk_io_pct 0.2

create_clock -name clk0 -period $clk_period [get_ports {clock}]

set non_clock_inputs [all_inputs -no_clocks]
set_input_delay [expr $clk_period * $clk_io_pct] -clock clk0 $non_clock_inputs
set_output_delay [expr $clk_period * $clk_io_pct] -clock clk0 [all_outputs]
==> results.cfg <==
; generated from flow reports
[critical_path]
reg2reg_to = tic_tac_toe_controller.current_state[1]$_DFF_PP0_
r2r-start = tic_tac_toe_controller.current_state[0]$_DFF_PP0_
cp-startpoint = position_reg_unit.pos1[0]$_DFFE_PP0P_
path_class = flop to primary output
worstSetupEndpoint = who[0]
worstPathArrival_ns = 2.54
r2r_cells = 10
critPathCaptureType = primary output
start_kind = flop
r2r_setup_slack_ns = 1.18
crit_fanout = 10
required_ns = 2.96

[job]
tool_warnings = 25
cap_viol_max_count = 0

[floorplan]
fp-row-count = 26
fp.dieW_um = 75.9
core_mm2 = 0.00517
dieArea_mm2 = 0.00577
core_util_floorplan_pct = 31.7
pin_count = 32
die.size.y_um = 75.9

[finish]
area_growth_pct = 23.0
fin_cells = 283
drive_gt1_share_pct = 8.45

[pwr]
total_power_mw = 0.717
combPwrFrac_pct = 34.2
ir_worst_vdd_mv = 0.192
sw_frac_of_total_pct = 34.2
p_clk_share_pct = 19.0
p_leak_nw = 0.868
powerDensity_mw_per_mm2 = 355
seq_power_share_pct = 46.7
switchingPower_mw = 0.245
internal_power_mw = 0.472

[timing]
skew_ns = 0.00308
maxSlewViolCount = 0
unclocked_regs = 3
rsz0062_at_grt = false
untimed_endpoints = 3
period_used_pct = 88.7
final-hold-violation-count = 0
max_freq_ghz = 0.305
fin_ws_ns = 0.417
final.min_clock_period_ns = 3.28
setup-violations-final = 0
tns_ns = 0

[min_path]
hp-class = flop to flop
worstHoldStart = position_reg_unit.pos2[0]$_DFFE_PP0P_
holdPathStages = 2

[route]
drc = 0
viasPerCell = 5.53
drt_iter0_drc = 83
wl_um = 4460
post_drt_wl_per_cell_um = 15.8
diodes = 0
antenna_left = 0
num_vias = 1564
drt_first_pass_iters = 4

[clock_network]
cts_made_buffers = 3
clock_latency_ns = 0.25
cts_resized = 0
path_clk_slew_ns = 0.07
post_cts_buffers = 0
clock-root-buffer = clkbuf_8
clockBufferDepth = 2
cts_tree = built
cts_hold_buf = 0
cts-htree-levels = 1

[global_routing]
grt_first_pass_wirelength_um = 7460
globalRouteTotalUtil_pct = 16.0
antenna_found_initial = 0
grt.overflow.total = 0
grt_pass1_vias = 1491
grt_max_degree = 23

[synth]
edf_count = 0
netlist_area_mm2 = 0.00164
ys_warn_count = 3
synth_area_leader_cell = dfrtp_1
flop_cell = dfrtp_1
ys_area_mm2 = 0.00164
synth_area_per_cell_um2 = 8.68
top_cell_area_share_pct = 30.5
yosysUniqueCellTypes = 54
syn_inst = 189
yosys_cells = 189
ys_ff = 23
synthArstFlopShare_pct = 87.0
common_cells = dfrtp_1 (20), nor3_1 (14), nor2_1 (13)
synthTopCellsByArea = dfrtp_1 (31%), nor3_1 (4.3%), and3_1 (4.2%), a41o_1 (3.1%), nor2_1 (3.0%)
most_common_cell = dfrtp_1

[placement]
place_inst = 280
gp_congestion = 0.932
dp_hpwl_um = 3300
io_buffers = 31
pre_cts_slack_ns = 0.493

[status]
outcome = complete, no violations
-- final cells by class --
cell class,instances,area (um2)
fill,510,3160
timing repair buffer,34,333
inverter,6,22.5
tap,70,87.6
sequential,23,546
clock buffer,3,41.3
multi-input combinational,147,987
-- layer usage --
layer / global-route usage (%) / vias up / share of wire (%)
met4: 1.92 / 0 / 0.54
met3: 1.71 / 2 / 5.7
met2: 24.0 / 53 / 44
met1: 26.2 / 747 / 49
li1: - / 762 / -
met5: 0 / - / 0
-- power groups by stage --
stage	clock network [mW]	logic [mW]	registers (mW)
global route	0.149	0.271	0.345
finish	0.136	0.245	0.335
CTS	0.141	0.246	0.334
-- placed cells by master, fill, tap and decap left out, types with 3 or more instances in the layout --
cell / instances
clkdlybuf4s50_1: 31
a21oi_1: 4
clkbuf_8: 3
dfrtp_1: 20
buf_4: 3
a41oi_1: 4
and3_1: 11
o21ai_0: 6
nor2_1: 13
nor3_1: 14
nand3_1: 9
dlxtn_1: 3
o21bai_1: 4
nand2_1: 11
a31oi_1: 5
a41o_1: 5
nor2b_1: 6
conb_1: 3
nand2b_1: 4
inv_1: 6
or3_1: 4
-- critical path, cell delays in order (launching register included) --
cell             delay [ns]
dfrtp_1                0.53
and3_1                 0.25
o22ai_1                0.18
a21oi_1                0.08
or3_1                  0.47
a221o_1                0.37
clkdlybuf4s50_1        0.40
-- how the worst min path moves through the flow --
| stage | endpoint | slack (ns) |
|---|---|---|
| CTS | position_reg_unit.pos2[0]$_DFFE_PP0P_ | 0.67 |
| finish | position_reg_unit.pos2[0]$_DFFE_PP0P_ | 0.68 |
| global route | position_reg_unit.pos4[1]$_DFFE_PP0P_ | 0.71 |
-- cells by family after synthesis --
kind of cell,after synthesis,synth area share (%)
AND-OR/OR-AND,49,23.3
latches,3,2.75
buffers and inverters,21,7.02
multiplexers,2,2.75
AND/OR/NAND/NOR,93,33.4
other,1,0.229
flip-flops,20,30.5
-- metrics by stage --
stage          area, um2  hold WS, ns  util [%]
2_1_floorplan       1650        0.527         -
3_3_place_gp        1980        0.638      38.2
3_5_place_dp        1980        0.656      38.2
4_1_cts             2020        0.668      39.0
5_1_grt             2020        0.714      39.0
6_report            2020        0.676      39.0
Power and IR drop assume default switching activity.
